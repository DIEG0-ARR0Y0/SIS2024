===== flow/config.mk =====
export PLATFORM = sky130hd
export DESIGN_NAME = MorraCinese
export DESIGN_NICKNAME = MorraCinese
export VERILOG_FILES = /design/flow/design.v
export SDC_FILE = /design/flow/constraint.sdc
export NUM_CORES = 4
export LEC_CHECK = 1
export CORE_UTILIZATION = 30

===== flow/constraint.sdc =====
current_design MorraCinese

set clk_period 2.5
set clk_io_pct 0.2

create_clock -name clk0 -period $clk_period [get_ports {clk}]

set non_clock_inputs [all_inputs -no_clocks]
set_input_delay [expr $clk_period * $clk_io_pct] -clock clk0 $non_clock_inputs
set_output_delay [expr $clk_period * $clk_io_pct] -clock clk0 [all_outputs]

===== flow/design.v =====
module MorraCinese(
	input clk,
	input[1:0] P1,
	input[1:0] P2,
	input START,
	output reg[1:0] ROUND = 2'b00,
	output reg[1:0] GAME = 2'b00
);
	reg[2:0] CURRENT_STATE = 3'b000;
	reg[2:0] NEXT_STATE;
	reg[1:0] CURRENT_ROUND_WINNER = 2'b00;
	reg[1:0] PREV_ROUND_WINNER = 2'b00;
	reg[1:0] PREV_WINNING_MOVE = 2'b00;
	reg[4:0] PLAYED = 5'b00000;
	reg[4:0] TO_PLAY = 5'b00000;
	reg[3:0] ADV = 4'b0100;
	always @(posedge clk) begin : UPDATE_STATE
		CURRENT_STATE = NEXT_STATE;
	end
	always @(posedge clk) begin : DATAPATH
		if(START || CURRENT_STATE == 3'b000) begin
			CURRENT_ROUND_WINNER = 2'b00;
			PREV_ROUND_WINNER = 2'b00;
			PREV_WINNING_MOVE = 2'b00;
			PLAYED = 5'b00000;
			ADV = 4'b0100;
			if(START) begin
				TO_PLAY = TO_PLAY + {P1, P2};
			end else begin
				TO_PLAY = 5'b00100;
			end
		end else if(((ADV > 4'b0010 && ADV < 4'b0110) && PLAYED < TO_PLAY) || PLAYED < 4) begin
			if({PREV_ROUND_WINNER, PREV_WINNING_MOVE} == {2'b01, P1} || {PREV_ROUND_WINNER, PREV_WINNING_MOVE} == {2'b10, P2} || P1 == 2'b00 || P2 == 2'b00) begin
				CURRENT_ROUND_WINNER = 2'b00;
			end else begin
				case({P1, P2})
					4'b0111, 4'b1001, 4'b1110: begin
						CURRENT_ROUND_WINNER = 2'b01;
						PREV_ROUND_WINNER = 2'b01;
						PREV_WINNING_MOVE = P1;
						ADV = ADV + 1;
					end
					4'b1101, 4'b0110, 4'b1011: begin
						CURRENT_ROUND_WINNER = 2'b10;
						PREV_ROUND_WINNER = 2'b10;
						PREV_WINNING_MOVE = P2;
						ADV = ADV - 1;
					end
					4'b0101, 4'b1010, 4'b1111: begin
						CURRENT_ROUND_WINNER = 2'b11;
						PREV_ROUND_WINNER = 2'b00;
						PREV_WINNING_MOVE = 2'b00;
						end
				endcase
				PLAYED = PLAYED + 1;
			end
		end
	end
	always @(posedge clk) begin : FSM
		if(START) begin
			NEXT_STATE = 3'b001;
			ROUND = 2'b00;
			GAME = 2'b00;
		end else if(CURRENT_STATE == 3'b000) begin
			NEXT_STATE = 3'b000;
			ROUND = 2'b00;
			GAME = 2'b00;
		end else begin
			ROUND = CURRENT_ROUND_WINNER;
			if(((ADV > 4'b0010 && ADV < 4'b0110) && PLAYED < TO_PLAY) || PLAYED < 4) begin
				GAME = 2'b00;
				case (ROUND)
					2'b00: NEXT_STATE = 3'b101;
					2'b01: NEXT_STATE = 3'b010;
					2'b10: NEXT_STATE = 3'b011;
					2'b11: NEXT_STATE = 3'b100;
				endcase
			end else begin
				if(ADV > 4'b0100) begin				 
					GAME = 2'b01;
				end else if(ADV < 4'b0100) begin	 
					GAME = 2'b10;
				end else if(ADV == 4'b0100) begin	 
					GAME = 2'b11;
				end
				NEXT_STATE = 3'b000;
			end
		end
	end
endmodule

===== flow/run.sh =====
#!/bin/bash
# OpenROAD 26Q1-2900-gdf79404cd8, Yosys 0.63+post, stock flow scripts
make -C /OpenROAD-flow-scripts/flow DESIGN_CONFIG=/design/flow/config.mk WORK_HOME=/design/flow/orfs finish

==> Changelog: implementation <==
## Flow update

* EDFF count, synth at 5
* Met3 Usage GRT at 2.177%
* DRT Wirelength at 3198 um
* Xor/xnor share at 6.176%
* RSZ-0062 raised after global routing: no
* Initial antenna violation count at 0
* IO Pins at 10
* Worst path bufs/invs at 1
* Design Area, Final at 2078 um2
* PortBufs at 9
* Clock Tree Buf Depth at 2
* Vias at 1305
* Crit-path max FO at 2
* P per Cell Area at 616.1 nW/um2
* Core area at around 5200 um2
* Max cap viols at 0
* Die span in x at about 77 um
* Highest clock rate at about 450 MHz
* Layout Cells excl Fill at roughly 280
* Post-synthesis compound-gate area fraction at between 10% and 20%
* Yosys warning tally at 1
* Placed insts at about 270
* Final Hold Fails at 0
* Worst Path Required at 2720 ps
* Placed inst area at between 1500 and 2000 um2
* Synth-to-layout area growth at 23.59%
* Status: finished clean
* Initial DRT Pass Iterations at 4
* Grt met1 use at 18.78%
* Yosys adder share at between 10 and 15%
* Root Driver: clkbuf_8
* Yosys Instances at roughly 180
* Post-Synthesis Cells at 178
* GPL Wtd Cong at 0.8081
* Seq cells post-synth at 30
* First-pass GRT wire length at roughly 5700 um
* Final ANT Viol Nets at 0
* Vias in the first global route at 1242
* Gate Area at between 900 and 1000 um2
* Cell Area, Synth at 1682 um2
* CTS tree: yes
* Avg Cell Area, Syn at 9.447 um2
* Hold WS at 326.0 ps
* Hold Path Class: flop to flop
* Fp util at 32.11%
* Clock transition at the registers of the reported paths at 70 ps
* H-Tree Depth at 2
* Diode count at 0
* # clock sinks at 30
* Slowest CP cell: clkdlybuf4s50_1
* Leakage at 0.9242 nW
* Clk_skew at 7.092 ps
* CP dominant cell by count: a21oi_2
* Crit-path max cell delay at 430 ps
* TritonCTS Buffers at 5
* Met2 usage at between 10% and 20%
* Drt wl/cell at 11.59 um
* Largest net degree at the start of global routing at 13
* Hold-fix buffers, CTS at 0
* Gr usage total at between 10% and 20%
* Reg area at 650.6 um2
* DR DRC count at 0
* Setup_tns at 0 ps
* Initial DRC Count at 68
* Min Clock Period, post-route at 2222 ps
* Yosys stat chip area at 1682 um2
* CP top delay family: AND-OR/OR-AND gates
* Final setup fails at 0
* Placement Rows at 26
* HPWL after DPL at between 2000 and 2500 um
* Slew @ Worst Pin at 541.1 ps
* Fraction of registers with async set/reset at 0%
* Worst-Skew Late Latency at 280 ps
* Cell variety after synth at approximately 46
* GRT busiest layer: met1
* Crit end category: flop
* Crit Path Class: primary input to flop
* Max-slew violation count at 0
* Max_slew headroom at between 60% and 70%
* Die height at 76.87 um
* Basic Gates by Area at 19.87%
* Vias per cell at 4.728
* Fill cell count at 513
* Mux area share at 2.455%
* Top logic family: simple AND/OR/NAND/NOR gates
* Setup bufs post-CTS at 0
* Crit path arrival time at ~2400 ps
* Seq share, synth at 38.69%
* Crit path launch type: primary input
* Peak supply drop at 0.3034 mV
* Die area at ~5900 um2
* Fraction of layout cells with a size suffix above 1 at 19.90%
* Tool Warnings at 26
* Remaining Overflow, GRT at 0
* Crit-path cells: clkdlybuf4s50_1 -> nand2b_1 -> o2bb2ai_2 -> ha_1 -> a21o_1 -> a21oi_2 -> xor2_1 -> or3_1 -> a21oi_2
* Dominant flop cell: dfxtp_1
* Final worst-path cycle share at 88.87%
-- repair_timing --
action | CTS | global route
endpoints found under the hold margin | 0 | 0
resized | 0 | 8
endpoints found under the setup margin | 0 | 1
-- layout by cell type (no fill, tap or decap), drive strengths merged, types with 3 or more instances in the layout --
cell type | netlist | layout
dfxtp | 25 | 25
buf | 7 | 19
a21oi | 16 | 16
nand2 | 13 | 13
nor2 | 13 | 13
ha | 13 | 13
o21ai | 11 | 11
inv | 7 | 8
xor2 | 7 | 7
clkbuf | 1 | 6
clkdlybuf4s50 | 0 | 6
or3 | 6 | 6
edfxtp | 5 | 5
nand3 | 5 | 5
nor3 | 5 | 5
xnor2 | 4 | 4
and2 | 4 | 4
and3 | 3 | 3
mux2i | 3 | 3
a21o | 3 | 3
dlymetal6s2s | 0 | 3
nor4b | 3 | 3
-- where the power goes --
group / leakage (nW) / internal [mW] / switching (mW) / total (mW)
clock: 0.0515 / 0.222 / 0.189 / 0.411
combinational: 0.617 / 0.146 / 0.143 / 0.289
sequential: 0.255 / 0.544 / 0.0370 / 0.581
-- state kept, by name (all words and copies together) (netlist names) --
signal and cells:
PLAYED 5, TO_PLAY 5, ADV 4, CURRENT_STATE 3
NEXT_STATE 3, CURRENT_ROUND_WINNER 2, GAME 2, PREV_ROUND_WINNER 2
PREV_WINNING_MOVE 2, ROUND 2
-- worst register-to-register path: cells and delay by family (launching register included) --
family	cells	cell delay [ps]
adders and majority gates	1	240
DFF	1	430
and+or+nand+nor	3	780
buffers and inverters	1	100
AOI/OAI and AO/OA	3	570
-- metrics by stage --
step	setup WS, ps	util, %	power, mW
CTS	5.560	39.20	1.295
finish	278.4	39.68	1.280
global placement	-273.9	37.41	0.8763
floorplan	7.386	-	0.7839
global route	125.7	39.68	1.364
detailed placement	-282.2	37.41	0.8782
-- logic make-up (layout without fill, tap and decap cells) --
group / Yosys count / after routing
compound gates: 42 / 42
xor+xnor: 11 / 11
fa+ha+maj: 15 / 15
buf+inv: 16 / 44
flops: 30 / 30
mux: 4 / 4
simple gates: 60 / 60
-- final timing paths --
check,end,slack [ps],start,cells after the start
setup / recovery,ADV[3]$_SDFFE_PP0P_,280,P1[0],9
hold / removal,CURRENT_STATE[2]$_DFF_P_,330,NEXT_STATE[2]$_SDFF_PP0_,0
setup reg to reg,PREV_ROUND_WINNER[1]$_SDFFE_PP0P_,280,TO_PLAY[4]$_SDFFCE_PN0P_,8
hold reg to reg,CURRENT_STATE[2]$_DFF_P_,330,NEXT_STATE[2]$_SDFF_PP0_,0
-- synthesized netlist by cell type (2+ instances only) --
cell type	instances	share of area, %
buf_4	3	1.3
o21ai_0	9	2.7
nor2_1	13	2.9
nand3_1	5	1.5
inv_1	7	1.6
nand2_1	13	2.9
buf_2	4	1.2
nor3_1	4	1.2
o21ai_1	2	0.60
a21o_1	3	1.3
ha_1	13	9.7
a211oi_1	2	0.89
xnor2_1	4	2.1
edfxtp_1	5	8.9
nor4b_2	2	1.8
dfxtp_1	25	30
xor2_1	6	3.1
mux2i_1	3	1.8
and3_1	3	1.1
and2_1	4	1.5
nor2b_1	2	0.74
a21oi_1	16	4.8
nand2b_1	2	0.74
or3_1	5	1.9
fa_1	2	2.4
-- metal layers --
| layer | wire length [um] | vias to the layer above | share of wire, % |
|---|---|---|---|
| met2 | 1359 | 24 | 42 |
| met5 | 0 | - | 0 |
| met3 | 100 | 2 | 3.1 |
| met1 | 1723 | 596 | 54 |
| met4 | 15 | 0 | 0.47 |
| li1 | - | 683 | - |
-- layout make-up --
type,count,area share [%]
Clock inverter,2,0.5418
Multi-Input combinational cell,132,46.60
Sequential cell,30,31.31
Clock buffer,6,3.974
Timing Repair Buffer,28,11.92
Tap cell,70,4.214
Inverter,8,1.445
Power and IR drop assume default switching activity.
